==> /design/flow/design.v <==
`timescale 1ns / 1ps
module ftdi_fifo_avalon_st_instream (
    input           iST_READY,
    output          oST_VALID,
    output  [7:0]   oST_DATA,
    input           iFIFO_RXF_n,
    output          oFIFO_RD_n,
    input   [7:0]   iFIFO_DATA,
    input   clk,                     
    input   rst                      
);
parameter   ST_IDLE                     = 3'b000,
            ST_FIFO_READ_START          = 3'b001,
            ST_FIFO_READ_WAIT_END       = 3'b010,
            ST_AVALON_ST_WAIT_READY     = 3'b011,
            ST_AVALON_ST_ASSERT_VALID   = 3'b100;
reg [2:0]   state;               
reg         rd_act_n;            
wire        rd_done_n;           
wire        rd_ready_n;          
reg  [7:0]  rd_data;             
wire [7:0]  rd_data_from_fifo;   
wire        fifo_rxf_n;          
wire        fifo_rd_n;           
wire [7:0]  fifo_rd_data;        
wire        st_ready;            
reg         st_valid;            
ftdi_fifo_rd ftdi_fifo_rd(
    .iACT_RD_n(rd_act_n),
    .oDONE_RD_n(rd_done_n),
    .oREADY_RD_n(rd_ready_n),
    .oRD_DATA(rd_data_from_fifo),
    .iFIFO_RXF_n(fifo_rxf_n),
    .oFIFO_RD_n(fifo_rd_n),
    .iFIFO_DATA(fifo_rd_data),
    .clk(clk),
    .rst(rst)
);
assign st_ready     = iST_READY;
assign oST_VALID    = st_valid;
assign oST_DATA     = rd_data;
assign fifo_rxf_n   = iFIFO_RXF_n;
assign oFIFO_RD_n   = fifo_rd_n;
assign fifo_rd_data = iFIFO_DATA;
always@(posedge clk or negedge rst)
    if(!rst) begin
        rd_act_n    <= 1'b1;
        rd_data     <= 0;
        st_valid    <= 1'b0;
        state       <= ST_IDLE;
    end else begin
        case(state)
        ST_IDLE: begin
            rd_act_n    <= 1'b1;
            rd_data     <= 0;
            st_valid    <= 1'b0;
            state       <= ST_FIFO_READ_START;
        end
        ST_FIFO_READ_START: begin
            rd_act_n    <= 1'b0;
            rd_data     <= rd_data;
            st_valid    <= 1'b0;
            state       <= ST_FIFO_READ_WAIT_END;
        end
        ST_FIFO_READ_WAIT_END: begin
            rd_act_n    <= 1'b1;
            rd_data     <= rd_data_from_fifo;
            st_valid    <= 1'b0;
            if(rd_done_n == 1'b0) begin
                state   <= ST_AVALON_ST_WAIT_READY;
            end else begin
                state   <= ST_FIFO_READ_WAIT_END;
            end
        end
        ST_AVALON_ST_WAIT_READY: begin
            rd_act_n    <= 1'b1;
            rd_data     <= rd_data;
            st_valid    <= 1'b0;
            if(st_ready == 1'b1) begin
                state   <= ST_AVALON_ST_ASSERT_VALID;
            end else begin
                state   <= ST_AVALON_ST_WAIT_READY;
            end
        end
        ST_AVALON_ST_ASSERT_VALID: begin
            rd_act_n    <= 1'b1;
            rd_data     <= rd_data;
            st_valid    <= 1'b1;
            state       <= ST_FIFO_READ_START;  
        end
        endcase
    end  
endmodule
`timescale 1ns / 1ps
module ftdi_fifo_rd(
    input           iACT_RD_n,       
    output          oDONE_RD_n,      
    output          oREADY_RD_n,     
    output  [7:0]   oRD_DATA,        
    input           iFIFO_RXF_n,     
    output          oFIFO_RD_n,      
    input   [7:0]   iFIFO_DATA,      
    input   clk,                     
    input   rst                      
    );
reg         fifo_rd_n;
reg         ready_rd_n;
reg         done_rd_n;
reg [3:0]   state_rd;
reg [7:0]   data_rd;
parameter   ST_RD_IDLE          = 4'b0000,
            ST_RD_WAIT_RXF      = 4'b0001,
            ST_RD_NEG_RD        = 4'b0010,
            ST_RD_DATA_WAIT1    = 4'b0011,
            ST_RD_DATA_WAIT2    = 4'b0100,
            ST_RD_DATA_WAIT3    = 4'b0101,
            ST_RD_DATA_WAIT4    = 4'b0110,
            ST_RD_DATA_IN       = 4'b0111,
            ST_RD_POS_RD        = 4'b1000,
            ST_RD_PRE_CHARGE    = 4'b1001,
            ST_RD_DONE          = 4'b1010;
assign oFIFO_RD_n   = fifo_rd_n;
assign oREADY_RD_n  = ready_rd_n;
assign oDONE_RD_n   = done_rd_n;
assign oRD_DATA     = data_rd;
always@(posedge clk or negedge rst) begin
    if(!rst) begin
        fifo_rd_n   <= 1'b1;
        data_rd     <= 8'h00;
        ready_rd_n  <= 1'b1;
        done_rd_n   <= 1'b1;
        state_rd    <= ST_RD_IDLE;
    end
    else begin
        case(state_rd)
        ST_RD_IDLE: begin
            fifo_rd_n       <= 1'b1;
            data_rd         <= data_rd;
            ready_rd_n      <= 1'b0;
            done_rd_n       <= 1'b1;
            if(iACT_RD_n == 1'b0 && iFIFO_RXF_n == 1'b0) begin
                state_rd    <= ST_RD_NEG_RD;
            end else if(iACT_RD_n == 1'b0 && iFIFO_RXF_n == 1'b1) begin
                state_rd    <= ST_RD_WAIT_RXF;
            end else begin
                state_rd    <= ST_RD_IDLE;
            end
        end
        ST_RD_WAIT_RXF: begin
            fifo_rd_n       <= 1'b1;
            data_rd         <= data_rd;
            ready_rd_n      <= 1'b1;
            done_rd_n       <= 1'b1;
            if(iFIFO_RXF_n == 1'b0) begin
                state_rd    <= ST_RD_NEG_RD;
            end else begin
                state_rd    <= ST_RD_WAIT_RXF;
            end
        end
        ST_RD_NEG_RD: begin
            fifo_rd_n       <= 1'b0;
            data_rd         <= data_rd;
            ready_rd_n      <= 1'b1;
            done_rd_n       <= 1'b1;
            state_rd        <= ST_RD_DATA_WAIT1;
        end
        ST_RD_DATA_WAIT1: begin
            fifo_rd_n       <= 1'b0;
            data_rd         <= data_rd;
            ready_rd_n      <= 1'b1;
            done_rd_n       <= 1'b1;
            state_rd        <= ST_RD_DATA_WAIT2;
        end
        ST_RD_DATA_WAIT2: begin
            fifo_rd_n       <= 1'b0;
            data_rd         <= data_rd;
            ready_rd_n      <= 1'b1;
            done_rd_n       <= 1'b1;
            state_rd        <= ST_RD_DATA_WAIT3;
        end
        ST_RD_DATA_WAIT3: begin
            fifo_rd_n       <= 1'b0;
            data_rd         <= data_rd;
            ready_rd_n      <= 1'b1;
            done_rd_n       <= 1'b1;
            state_rd        <= ST_RD_DATA_WAIT4;
        end
        ST_RD_DATA_WAIT4: begin
            fifo_rd_n       <= 1'b0;
            data_rd         <= data_rd;
            ready_rd_n      <= 1'b1;
            done_rd_n       <= 1'b1;
            state_rd        <= ST_RD_DATA_IN;
        end
        ST_RD_DATA_IN: begin
            fifo_rd_n       <= 1'b0;
            data_rd         <= iFIFO_DATA;
            ready_rd_n      <= 1'b1;
            done_rd_n       <= 1'b1;
            state_rd        <= ST_RD_POS_RD;
        end
        ST_RD_POS_RD: begin
            fifo_rd_n       <= 1'b1;
            data_rd         <= data_rd;
            ready_rd_n      <= 1'b1;
            done_rd_n       <= 1'b1;
            state_rd        <= ST_RD_PRE_CHARGE;
        end
        ST_RD_PRE_CHARGE: begin
            fifo_rd_n       <= 1'b1;
            data_rd         <= data_rd;
            ready_rd_n      <= 1'b1;
            done_rd_n       <= 1'b1;
            state_rd        <= ST_RD_DONE;
        end
        ST_RD_DONE: begin
            fifo_rd_n       <= 1'b1;
            data_rd         <= data_rd;
            ready_rd_n      <= 1'b1;
            done_rd_n       <= 1'b0;
            state_rd        <= ST_RD_IDLE;
        end
        endcase
    end  
end  
endmodule
==> /design/flow/run.sh <==
#!/bin/bash
# OpenROAD 26Q1-2900-gdf79404cd8, Yosys 0.63+post, stock flow scripts
make -C /OpenROAD-flow-scripts/flow DESIGN_CONFIG=/design/flow/config.mk WORK_HOME=/design/flow/orfs finish
==> /design/flow/config.mk <==
export PLATFORM = sky130hd
export DESIGN_NAME = ftdi_fifo_avalon_st_instream
export DESIGN_NICKNAME = ftdi_fifo_avalon_st_instream
export VERILOG_FILES = /design/flow/design.v
export SDC_FILE = /design/flow/constraint.sdc
export NUM_CORES = 4
export LEC_CHECK = 1
export CORE_UTILIZATION = 30
==> /design/flow/constraint.sdc <==
current_design ftdi_fifo_avalon_st_instream

set clk_period 1.6
set clk_io_pct 0.2

create_clock -name clk0 -period $clk_period [get_ports {clk}]

set non_clock_inputs [all_inputs -no_clocks]
set_input_delay [expr $clk_period * $clk_io_pct] -clock clk0 $non_clock_inputs
set_output_delay [expr $clk_period * $clk_io_pct] -clock clk0 [all_outputs]
==> results_dict.tcl <==
# flow metrics
set metrics [dict create \
    fin_total_pwr_w 0.00189 \
    clockRootBuffer "clkbuf_8" \
    endpoint "oST_DATA[5]" \
    place.gp.congestion 0.754 \
    setup_tns_ns 0 \
    finalWorstSetupSlack_ns 0.159 \
    syn_area_um2 1220 \
    ioPinCount 22 \
    grt_overflow 0 \
    clk_latency_ns 0.28 \
    ys_ff 36 \
    postSynthSeqShare_pct 74.2 \
    drt-pass1-iter-count 3 \
    viasPerCell 4.62 \
    avgRoutedWirePerCell_um 13.2 \
    r2r_start "ftdi_fifo_rd.state_rd[6]$_DFF_PN0_" \
    drc 0 \
    fin_crit_sh_pct 90.0 \
    dp_hpwl_mm 1.37 \
    crit_cells 1 \
    cpPeakStageDelay_ns 0.47 \
    startpoint "rd_data[5]$_DFFE_PN0P_" \
    cts_tree "yes" \
    cp.arrival_ns 1.12 \
    grt_pass1_wl_mm 3.35 \
    required_ns 1.28 \
    cts-htree-levels 2 \
    grt_pass1_vias 686 \
    r2r_slack_ns 0.31 \
    finish.instance_area_um2 1610 \
    leakage_nw 0.727 \
    postPlaceCellArea_um2 1510 \
    totalWireLength_mm 2.05 \
    cts_buffers 5 \
    die_w_um 65.8 \
    fp.dieH_um 65.8 \
    port_buffers 21 \
    path_buffers 1 \
    slew_headroom_pct 62.0 \
    worst-slew-pin-transition_ns 0.568 \
    clock.fmax_mhz 694 \
    path_clk_slew_ns 0.07 \
    endpoint_kind "output pin" \
    num_vias 716 \
    chip_area_um2 4330 \
    p_per_area_nw_per_um2 1180 \
    cp-start-kind "register" \
    drtAntennaViolNets 0 \
    syn-instance-count 78 \
    worstSetupPathType "reg -> out" \
    diodes 0 \
    drive_above_1_share_pct 23.4 \
    hp-class "reg -> reg" \
    pre_cts_slack_ns 0.319 \
    setup_viol 0 \
    area_delta_synth_final_pct 31.5 \
    drt-initial-drc-count 39 \
    initCoreUtil_pct 32.4 \
    warning_count 25 \
    cap_violations 0 \
    yosys_area_um2 1220 \
    fp.coreArea_um2 3770 \
    ir_drop_mv 0.528 \
    cts.sinks 36 \
    ys_cells 78 \
    hold_violations 0 \
    antenna_found_initial 0 \
    mostFrequentLayoutCell "dfrtp_1" \
    grt_start_max_net_pins 37 \
    status "complete, no violations" \
    skew_ns 0.00526 \
    std_cell_rows 22 \
    cts_setup_buffers 0 \
    cts_buffer_depth 2 \
    min_period_ns 1.44 \
    crit_path_cell_trace "clkdlybuf4s50_1" \
    grt_usage_pct 10.8 \
    ys_types 22 \
    crit_path_top_delay_cell "clkdlybuf4s50_1" \
    maxSlewViolCount 0 \
    mostFrequentLayoutCells "31 x dfrtp_1, 20 x clkdlybuf4s50_1, 8 x a22o_1, 8 x mux2_2, 6 x clkbuf_8" \
    critical-path-top-delay-family "buffers and inverters" \
    syn_avg_cell_area_um2 15.7 \
    yosysWarnings 2 \
    path_max_fanout 2 \
    cts_hold_buf 0 \
    rsz0062_at_grt "false" \
    rr_worst_depth 2 \
    r2r-end "ftdi_fifo_rd.fifo_rd_n$_DFFE_PN1P_" \
]
[timing repair]
item                       CTS  global route
resized                      0             1
hold endpoints to repair     0             0
setup endpoints to repair    0             1
[flip-flops by register name (all words and copies together) (netlist names)]
register                count
ftdi_fifo_rd.state_rd      11
ftdi_fifo_rd.data_rd        8
rd_data                     8
state                       5
ftdi_fifo_rd.done_rd_n      1
ftdi_fifo_rd.fifo_rd_n      1
rd_act_n                    1
st_valid                    1
[layout make-up]
cell class	count	area (um^2)
fillers	337	2160
clock inverters	2	10.0
well taps	48	60.1
inverters	4	15.0
repair buffers	23	240
flip-flops and latches	36	907
clock buffers	6	82.6
multi-input cells	36	293
[worst min path at each step]
stage / cells after the start / slack, ns / end / startpoint
after CTS: 0 / 0.38 / ftdi_fifo_rd.state_rd[9]$_DFF_PN0_ / ftdi_fifo_rd.state_rd[3]$_DFF_PN0_
after global routing: 0 / 0.39 / ftdi_fifo_rd.state_rd[2]$_DFF_PN0_ / ftdi_fifo_rd.state_rd[9]$_DFF_PN0_
final: 0 / 0.38 / ftdi_fifo_rd.state_rd[9]$_DFF_PN0_ / ftdi_fifo_rd.state_rd[3]$_DFF_PN0_
[through the flow]
| stage | utilization, % | hold WS [ns] | instances |
|---|---|---|---|
| 2_1_floorplan | - | 0.0244 | 78 |
| 5_1_grt | 42.6 | 0.394 | 155 |
| 3_5_place_dp | 40.1 | 0.362 | 147 |
| 4_1_cts | 42.6 | 0.378 | 155 |
| 6_report | 42.6 | 0.376 | 155 |
| 3_3_place_gp | 40.1 | 0.359 | 147 |
[layer usage]
metal  vias to the layer above  part of all wire, %  global-route usage [%]
met3                         7                  5.7                    2.97
met5                         -                    0                       0
met2                        23                   41                    13.6
met1                       350                   50                    18.6
met4                         0                  3.6                    3.26
li1                        336                    -                       -
[power breakdown]
part           total, W  internal (W)  switching, W  leakage (nW)
Sequential      0.00105      0.000999     0.0000471         0.452
Combinational  0.000203      0.000155     0.0000474         0.224
Clock          0.000644      0.000343      0.000301        0.0510
Total           0.00189       0.00150      0.000396         0.727
[cell usage after synthesis]
| cell type | n | area, um^2 |
|---|---|---|
| o22ai_1 | 1 | 6.26 |
| a22o_1 | 8 | 70.1 |
| nor4_1 | 2 | 12.5 |
| a21o_2 | 1 | 8.76 |
| inv_1 | 4 | 15.0 |
| a311o_1 | 1 | 10.0 |
| a21oi_1 | 1 | 5.00 |
| clkbuf_1 | 2 | 7.51 |
| and2_1 | 1 | 6.26 |
| or2b_1 | 1 | 7.51 |
| nor2_1 | 3 | 11.3 |
| or2_2 | 1 | 6.26 |
| a21o_1 | 1 | 7.51 |
| a41oi_1 | 1 | 8.76 |
| a21boi_0 | 1 | 7.51 |
| dfrtp_1 | 31 | 776 |
| mux2_2 | 8 | 90.1 |
| dfstp_2 | 5 | 131 |
| a41o_1 | 1 | 10.0 |
| or4_1 | 2 | 15.0 |
| conb_1 | 1 | 3.75 |
| nor2b_1 | 1 | 6.26 |
[cells by family (layout without fill, tap and decap cells)]
| kind of cell | count (synthesis) | after routing | synth area share, % |
|---|---|---|---|
| DFF | 36 | 36 | 74.2 |
| AOI/OAI and AO/OA | 16 | 16 | 11.0 |
| and+or+nand+nor | 11 | 11 | 5.32 |
| muxes | 8 | 8 | 7.37 |
| buffers and inverters | 6 | 35 | 1.84 |
| other | 1 | 1 | 0.307 |
Power figures rest on the tool's default switching activity, not on a simulated workload.
