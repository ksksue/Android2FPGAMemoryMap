--- ./run.sh ---
#!/bin/bash
# OpenROAD 26Q1-2900-gdf79404cd8, Yosys 0.63+post, stock flow scripts
make -C /OpenROAD-flow-scripts/flow DESIGN_CONFIG=/design/flow/config.mk WORK_HOME=/design/flow/orfs finish
--- ./config.mk ---
export PLATFORM = sky130hd
export DESIGN_NAME = param_inout_buf
export DESIGN_NICKNAME = param_inout_buf
export VERILOG_FILES = /design/flow/design.v
export SDC_FILE = /design/flow/constraint.sdc
export NUM_CORES = 4
export LEC_CHECK = 1
export CORE_AREA = 10 10 70 70
export DIE_AREA = 0 0 80 80
--- ./constraint.sdc ---
current_design param_inout_buf

set clk_period 1.0
set clk_io_pct 0.2

create_clock -name clk0 -period $clk_period [get_ports {clk}]

set non_clock_inputs [all_inputs -no_clocks]
set_input_delay [expr $clk_period * $clk_io_pct] -clock clk0 $non_clock_inputs
set_output_delay [expr $clk_period * $clk_io_pct] -clock clk0 [all_outputs]
--- ./design.v ---
module param_one_buf #(parameter DATA_WIDTH = 8)
(
    input  [DATA_WIDTH-1:0] iDATA,
    output [DATA_WIDTH-1:0] oDATA,
    input clk
);
reg [DATA_WIDTH-1:0]    in_data;
assign oDATA    = in_data;
always@(posedge clk) begin
    in_data     <= iDATA;
end
endmodule
module param_inout_buf #(parameter DATA_WIDTH = 8)
(
    inout  [DATA_WIDTH-1:0] ioDATA,
    input                   iOE_n,
    input  [DATA_WIDTH-1:0] oDATA,
    output [DATA_WIDTH-1:0] iDATA,
    input clk
);
reg                     oe_n;
reg [DATA_WIDTH-1:0]    in_data;
reg [DATA_WIDTH-1:0]    out_data;
assign ioDATA = (oe_n)? {DATA_WIDTH{1'bZ}} : out_data;
assign iDATA = in_data;
always@(posedge clk) begin
    oe_n        <= iOE_n;
    out_data    <= oDATA;
    in_data     <= ioDATA;
end
endmodule
==> load_flow_metrics.sql <==
-- load yosys + openroad results
INSERT INTO impl_metrics (metric_group, metric, value, unit) VALUES
('synthesis', 'synth.cell_area', '320', 'µm²'),
('worst_setup_path', 'worstSetupEndpointType', 'flop', ''),
('sta', 'hold_viol', '0', ''),
('worst_setup_path', 'required', '1.16', 'ns'),
('power_and_ir_drop', 'cell_internal_pwr', '0.000876', 'W'),
('sta', 'worst_margin_slew', '0.0754', 'ns'),
('die', 'fp-row-count', '21', ''),
('clock_tree', 'number_of_buffers_added_by_the_clock_tree_synthesis_step', '3', ''),
('sta', 'report.final.slew_viol_count', '0', ''),
('die', 'fp_util', '9.38', '%'),
('placement', 'io_buffers', '16', ''),
('worst_setup_path', 'worst_path_dominant_cell_family', 'buffers and inverters', ''),
('detailed_routing', 'drt-vias-per-instance', '2.51', ''),
('die', 'die_width', '80', 'µm'),
('grt', 'largest_net_degree_at_the_start_of_global_routing', '9', ''),
('sta', 'worst_clock_skew', '0.000333', 'ns'),
('synthesis', 'ys_seq_share', '100', '%'),
('grt', 'grt_antenna_before_repair', '0', ''),
('synthesis', 'synth.avg_cell_area', '20.0', 'µm²'),
('min_path', 'worstHoldPathType', 'primary input to flop', ''),
('worst_setup_path', 'path_cells', 'dlygate4sd3_1', ''),
('finish', 'drive_above_1_share', '25.6', '%'),
('detailed_routing', 'drt_iter0_drc', '1', ''),
('grt', 'grt_overflow', '0', ''),
('synthesis', 'yosysWarnings', '2', ''),
('grt', 'wire_length_of_the_first_global_routing_pass', '1380', 'µm'),
('power_and_ir_drop', 'switching_share', '17.2', '%'),
('power_and_ir_drop', 'p_sw', '0.000182', 'W'),
('clock_tree', 'total_number_of_h_tree_levels', '1', ''),
('sta', 'finalCriticalPeriod', '0.975', 'ns'),
('synthesis', 'ys_chip_area', '320', 'µm²'),
('detailed_routing', 'detailedRoute.firstPassIterationCount', '2', ''),
('run_status', 'outcome', 'finished clean', ''),
('synthesis', 'synth_cells', '16', ''),
('detailed_routing', 'remaining_drc_errors', '0', ''),
('sta', 'rsz_0062_raised_after_global_routing', 'no', ''),
('die', 'fp.dieH', '80', 'µm'),
('placement', 'gp_congestion', '0.591', ''),
('worst_setup_path', 'crit_start', 'ioDATA[1]', ''),
('finish', 'combGateArea', '0', 'µm²'),
('worst_setup_path', 'startpoint_type', 'flop', ''),
('worst_setup_path', 'timing.setup.critical_path_class', 'flop to flop', ''),
('detailed_routing', 'wl', '889', 'µm'),
('die', 'chip_area', '6400', 'µm²'),
('finish', 'post_layout_nonfiller_instances', '89', ''),
('sta', 'layout_worst_path_cycle_share', '97.5', '%'),
('placement', 'place_inst', '78', ''),
('worst_setup_path', 'critical_path_buf_inv_count', '1', ''),
('worst_setup_path', 'crit_path_dat', '1.13', 'ns'),
('job', 'max-cap-violations', '0', ''),
('clock_tree', 'cts_tree', 'done', ''),
('finish', 'layout-area-overhead-vs-synth', '98.8', '%'),
('detailed_routing', 'drt-wirelength-per-cell', '9.99', 'µm'),
('clock_tree', 'insertion_delay', '0.27', 'ns'),
('grt', 'first_global_vias', '257', ''),
('detailed_routing', 'vias', '223', ''),
('detailed_routing', 'antenna_left', '0', ''),
('worst_setup_path', 'worst_r2r_path_depth', '1', ''),
('synthesis', 'ys_types', '1', ''),
('worst_setup_path', 'crit_path_end', 'in_data[1]', ''),
('clock_tree', 'cts-root-buf', 'clkbuf_4', ''),
('power_and_ir_drop', 'clockPowerShare', '28.3', '%'),
('power_and_ir_drop', 'power.share.combinational', '7.1', '%'),
('job', 'log.warning_count', '26', ''),
('die', 'core-area', '3420', 'µm²'),
('worst_setup_path', 'worstPathMaxFanout', '2', ''),
('sta', 'maxSlewHeadroom', '95.0', '%'),
('synthesis', 'post_synth_regs', '16', ''),
('sta', 'totalNegativeSetupSlack', '0', 'ns'),
('sta', 'setup_violations', '0', ''),
('power_and_ir_drop', 'power_leakage', '0.267', 'nW');
==> synthesized netlist by cell type <==
master / count / area [µm²]
dfxtp_1: 16 / 320
==> registers in the layout, indices dropped and copies added, names as in the netlist <==
register  count
ioDATA        8
in_data       8
==> timing repair <==
item	4_1_cts	5_1_grt
hold buffers	8	0
buffers inserted	0	0
endpoints found under the hold margin	8	0
pin swaps	0	0
setup endpoints to repair	8	6
gates resized	16	10
==> power by group through the flow <==
stage | Clock, W | Sequential (W) | Combinational [W]
global route | 0.000342 | 0.000688 | 0.0000809
CTS | 0.000319 | 0.000683 | 0.0000791
finish | 0.000299 | 0.000684 | 0.0000752
==> per-layer routing <==
metal  global-route usage [%]  up-vias  part of all wire, %
li1                         -      104                    -
met5                        0        -                    0
met4                     1.58        0                  4.7
met1                     2.72      108                   36
met2                     4.82        7                   58
met3                    0.227        4                  1.1
==> placed cells by master (no fill, tap or decap), drive strengths merged <==
cell type / instances
dfxtp: 16
clkdlybuf4s15: 5
clkbuf: 6
dlymetal6s4s: 2
clkdlybuf4s50: 8
dlygate4sd3: 6
==> area by class of cell <==
type,instances,share of cell area (%)
repair buffers,24,36.1
clock buffers,3,3.54
well taps,46,9.04
flip-flops and latches,16,51.3
==> cell families (layout without fill, tap and decap cells) <==
| kind of cell | Yosys count | count (layout) | synth area share, % |
|---|---|---|---|
| buffers and inverters | 0 | 27 | 0 |
| DFF | 16 | 16 | 100 |
==> worst min-delay path by stage <==
stage | endpoint | cells after the start | from | slack [ns]
6_report | in_data[0] | 1 | ioDATA[0] | 0.14
5_1_grt | in_data[0] | 1 | ioDATA[0] | 0.13
4_1_cts | ioDATA[5] | 1 | oDATA[5] | 0.35
==> through the flow <==
stage | total power [W] | instance area (µm²) | setup WS (ns) | utilization, %
after floorplan | 0.000687 | 320 | 0.525 | -
after global placement | 0.000758 | 538 | 0.0342 | 15.8
after detailed placement | 0.000760 | 538 | 0.0324 | 15.8
after CTS | 0.00108 | 641 | 0.0157 | 18.8
after global routing | 0.00111 | 637 | 0.00257 | 18.6
final | 0.00106 | 637 | 0.0246 | 18.6
Power is estimated from default activity; no workload was simulated.
