--- flow/run.sh ---
#!/bin/bash
# OpenROAD 26Q1-2900-gdf79404cd8, Yosys 0.63+post, stock flow scripts
make -C /OpenROAD-flow-scripts/flow DESIGN_CONFIG=/design/flow/config.mk WORK_HOME=/design/flow/orfs finish
--- flow/design.v ---
`timescale 1ns / 1ps
module ftdi_fifo_avalon_st_outstream (
    output          oST_READY,
    input           iST_VALID,
    input   [7:0]   iST_DATA,
    input           iFIFO_TXE_n,     
    output          oFIFO_WR_n,      
    output  [7:0]   oFIFO_DATA,      
    output          oFIFO_OE_n,      
    input   clk,                     
    input   rst                      
);
parameter   ST_IDLE                     = 3'b000,
            ST_AVALON_ST_ASSERT_READY   = 3'b001,
            ST_AVALON_ST_WAIT_VALID     = 3'b010,
            ST_WRITE_FIFO_START         = 3'b011,
            ST_WRITE_FIFO_WAIT_END      = 3'b100;
reg [2:0]   state;               
reg         wr_act_n;            
wire        wr_done_n;           
wire        wr_ready_n;          
wire        fifo_txe_n;          
wire        fifo_wr_n;           
wire[7:0]   fifo_wr_data;        
wire        fifo_oe_n;           
reg         st_ready;            
wire        st_valid;            
wire[7:0]   st_data;             
reg [7:0]   st_data_reg;         
ftdi_fifo_wr ftdi_fifo_wr(
    .iACT_WR_n(wr_act_n),
    .oDONE_WR_n(wr_done_n),
    .oREADY_WR_n(wr_ready_n),
    .iWR_DATA(st_data_reg),
    .iFIFO_TXE_n(fifo_txe_n),
    .oFIFO_WR_n(fifo_wr_n),
    .oFIFO_DATA(fifo_wr_data),
    .oFIFO_OE_n(fifo_oe_n),
    .clk(clk),
    .rst(rst)
);
assign oST_READY    = st_ready;
assign st_valid     = iST_VALID;
assign st_data      = iST_DATA;
assign fifo_txe_n   = iFIFO_TXE_n;
assign oFIFO_WR_n   = fifo_wr_n;
assign oFIFO_DATA   = fifo_wr_data;
assign oFIFO_OE_n   = fifo_oe_n;
always@(posedge clk or negedge rst)
    if(!rst) begin
        wr_act_n        <= 1'b1;
        st_data_reg     <= 0;
        st_ready        <= 1'b0;
        state           <= ST_IDLE;
    end else begin
        case(state)
        ST_IDLE: begin
            wr_act_n        <= 1'b1;
            st_data_reg     <= 0;
            st_ready        <= 1'b0;
            state           <= ST_AVALON_ST_ASSERT_READY;
        end
        ST_AVALON_ST_ASSERT_READY: begin
            wr_act_n        <= 1'b1;
            st_data_reg     <= st_data;
            st_ready        <= 1'b1;
            state           <= ST_AVALON_ST_WAIT_VALID;
        end
        ST_AVALON_ST_WAIT_VALID: begin
            wr_act_n        <= 1'b1;
            st_data_reg     <= st_data;
            if(st_valid == 1'b1) begin
                st_ready        <= 1'b0;
                state           <= ST_WRITE_FIFO_START;
            end else begin
                st_ready        <= 1'b1;
                state           <= ST_AVALON_ST_WAIT_VALID;
            end
        end
        ST_WRITE_FIFO_START: begin
            wr_act_n        <= 1'b0;
            st_data_reg     <= st_data_reg;
            st_ready        <= 1'b0;
            state           <= ST_WRITE_FIFO_WAIT_END;
        end
        ST_WRITE_FIFO_WAIT_END: begin
            wr_act_n        <= 1'b1;
            st_data_reg     <= st_data_reg;
            st_ready        <= 1'b0;
            if(wr_done_n == 1'b0) begin
                state           <= ST_AVALON_ST_ASSERT_READY;
            end else begin
                state           <= ST_WRITE_FIFO_WAIT_END;
            end
        end
        endcase
    end  
endmodule
`timescale 1ns / 1ps
module ftdi_fifo_wr(
    input           iACT_WR_n,       
    output          oDONE_WR_n,      
    output          oREADY_WR_n,     
    input   [7:0]   iWR_DATA,        
    output          oFIFO_OE_n,      
    input           iFIFO_TXE_n,     
    output          oFIFO_WR_n,      
    output  [7:0]   oFIFO_DATA,      
    input           clk,             
    input           rst              
    );
reg         fifo_wr_n;
reg         fifo_oe_n;
reg  [7:0]  data_wr;
reg         ready_wr_n;
reg         done_wr_n;
reg  [3:0]  state_wr;
parameter   ST_WR_IDLE              = 4'b0000,
            ST_WR_WAIT_TXE          = 4'b0001,
            ST_WR_POS_WR_DATA_OUT   = 4'b0010,
            ST_WR_DATA_SETUP1       = 4'b0011,
            ST_WR_DATA_SETUP2       = 4'b0100,
            ST_WR_NEG_WR            = 4'b0101,
            ST_WR_PRE_CHARGE1       = 4'b0110,
            ST_WR_PRE_CHARGE2       = 4'b0111,
            ST_WR_DONE              = 4'b1000;
assign oREADY_WR_n  = ready_wr_n;
assign oDONE_WR_n   = done_wr_n;
assign oFIFO_WR_n   = fifo_wr_n;
assign oFIFO_DATA   = data_wr;
assign oFIFO_OE_n   = fifo_oe_n;
always@(posedge clk or negedge rst) begin
    if(!rst) begin
        fifo_wr_n   <= 1'b1;
        fifo_oe_n   <= 1'b1;
        data_wr     <= 8'h00;
        ready_wr_n  <= 1'b1;
        done_wr_n   <= 1'b1;
        state_wr    <= ST_WR_IDLE;
    end
    else begin
        case(state_wr)
        ST_WR_IDLE: begin
            fifo_wr_n   <= 1'b1;
            fifo_oe_n   <= 1'b1;
            data_wr     <= iWR_DATA;
            ready_wr_n  <= 1'b0;
            done_wr_n   <= 1'b1;
            if(iACT_WR_n == 1'b0 && iFIFO_TXE_n == 1'b0) begin
                state_wr    <= ST_WR_POS_WR_DATA_OUT;
            end else if(iACT_WR_n == 1'b0 && iFIFO_TXE_n == 1'b1) begin
                state_wr    <= ST_WR_WAIT_TXE;
            end else begin
                state_wr    <= ST_WR_IDLE;
            end
        end
        ST_WR_WAIT_TXE: begin
            fifo_wr_n   <= 1'b1;
            fifo_oe_n   <= 1'b1;
            data_wr     <= data_wr;
            ready_wr_n  <= 1'b1;
            done_wr_n   <= 1'b1;
            if(iFIFO_TXE_n == 1'b0) begin
                state_wr    <= ST_WR_POS_WR_DATA_OUT;
            end else begin
                state_wr    <= ST_WR_WAIT_TXE;
            end
        end
        ST_WR_POS_WR_DATA_OUT: begin
            fifo_wr_n   <= 1'b1;
            fifo_oe_n   <= 1'b0;
            data_wr     <= data_wr;
            ready_wr_n  <= 1'b1;
            done_wr_n   <= 1'b1;
            state_wr    <= ST_WR_DATA_SETUP1;
        end
        ST_WR_DATA_SETUP1: begin
            fifo_wr_n   <= 1'b1;
            fifo_oe_n   <= 1'b0;
            data_wr     <= data_wr;
            ready_wr_n  <= 1'b1;
            done_wr_n   <= 1'b1;
            state_wr    <= ST_WR_DATA_SETUP2;
        end
        ST_WR_DATA_SETUP2: begin
            fifo_wr_n   <= 1'b1;
            fifo_oe_n   <= 1'b0;
            data_wr     <= data_wr;
            ready_wr_n  <= 1'b1;
            done_wr_n   <= 1'b1;
            state_wr    <= ST_WR_NEG_WR;
        end
        ST_WR_NEG_WR: begin
            fifo_wr_n   <= 1'b0;
            fifo_oe_n   <= 1'b0;
            data_wr     <= data_wr;
            ready_wr_n  <= 1'b1;
            done_wr_n   <= 1'b1;
            state_wr    <= ST_WR_PRE_CHARGE1;
        end
        ST_WR_PRE_CHARGE1: begin
            fifo_wr_n   <= 1'b0;
            fifo_oe_n   <= 1'b0;
            data_wr     <= data_wr;
            ready_wr_n  <= 1'b1;
            done_wr_n   <= 1'b1;
            state_wr    <= ST_WR_PRE_CHARGE2;
        end
        ST_WR_PRE_CHARGE2: begin
            fifo_wr_n   <= 1'b0;
            fifo_oe_n   <= 1'b1;
            data_wr     <= data_wr;
            ready_wr_n  <= 1'b1;
            done_wr_n   <= 1'b1;
            state_wr    <= ST_WR_DONE;
        end
        ST_WR_DONE: begin
            fifo_wr_n   <= 1'b1;
            fifo_oe_n   <= 1'b1;
            data_wr     <= data_wr;
            ready_wr_n  <= 1'b1;
            done_wr_n   <= 1'b0;
            state_wr    <= ST_WR_IDLE;
        end
        endcase
    end  
end  
endmodule
--- flow/config.mk ---
export PLATFORM = sky130hd
export DESIGN_NAME = ftdi_fifo_avalon_st_outstream
export DESIGN_NICKNAME = ftdi_fifo_avalon_st_outstream
export VERILOG_FILES = /design/flow/design.v
export SDC_FILE = /design/flow/constraint.sdc
export NUM_CORES = 4
export LEC_CHECK = 1
export CORE_UTILIZATION = 30
--- flow/constraint.sdc ---
current_design ftdi_fifo_avalon_st_outstream

set clk_period 3.2
set clk_io_pct 0.2

create_clock -name clk0 -period $clk_period [get_ports {clk}]

set non_clock_inputs [all_inputs -no_clocks]
set_input_delay [expr $clk_period * $clk_io_pct] -clock clk0 $non_clock_inputs
set_output_delay [expr $clk_period * $clk_io_pct] -clock clk0 [all_outputs]
==> out/results.txt <==
Crit path DAT: 1.25 ns
Layout cell share with drive strength beyond 1: 17.6%
Status: completed
Comb area: 383 µm²
Vias in the first global route: 794
R2r startpoint: state[2]
Syn Inst Count: 99
CP top delay family: flip-flops
Max Cap Violations: 0
Tot GR Track Use: 11.1%
Cell Area, Synth: 1300 µm²
Top cells by area: dfrtp_1 56%, dfstp_2 12%, mux2_2 6.9%
Max IR drop VDD: 0.000283 V
Antenna viol nets, final: 0
HP Start: ftdi_fifo_wr.state_wr[3]
Max reg flops: 9
CP required: 2.56 ns
Post-synthesis chip area from yosys: 1300 µm²
Simple Share, Synth: 11.1%
WHS: 0.389 ns
Cycle use final: 59.2%
Cell Chain, Critical Path: clkdlybuf4s50_1
DRC errors left: 0
Total CTS buffers: 5
Commonest flop: dfrtp_1
Reg area: 883 µm²
Clock Skew: 0.00446 ns
CTS Hold Bufs: 0
Clock Tree Buf Depth: 2
Area share, top type: 55.8%
R2R depth: 2
Ys cells: 99
Fin util: 40.2%
Initial DRC Count: 25
DIE AREA: 4600 µm²
Post-synth mux share: 6.92%
Vias after detailed routing: 804
Global route total overflow: 0
Critical path type: reg -> out
Setup TNS: 0 ns
Post_cts resized: 0
Pre-Repair DR Iteration Count: 4
R2r endpoint: wr_act_n
Fillers: 379
Final Hold Vio Count: 0
Post-Synth XOR/XNOR Area: 0%
Aoi share: 11.2%
FA/HA/MAJ Cells, Area Fraction: 0%
Syn Area/Cell: 13.1 µm²
Setup crit start kind: register
Max incr delay on CP: 0.53 ns
Largest net degree at the start of global routing: 36
Post-CTS Setup Repair Bufs: 0
FMAX: 528 MHz
Antenna fix cells: 0
Logic family by area: AND-OR/OR-AND gates
Core area: 4090 µm²
Drt total wl: 2.19 mm
Sequential fraction of the synthesis area: 67.9%
RD Place Congestion: 0.765
CTS H-tree depth: 2
CTS tree: yes
Global-route wire length before repair: 3.68 mm
Number of port buffers: 22
Fp_density: 31.8%
Width of the die: 67.9 µm
Most instantiated cells after synthesis: 29 x dfrtp_1, 16 x o21ai_0, 11 x nand2b_1
Number of cells after detailed placement: 167
Final setup viols: 0
Total clock sinks: 35
Hold WC Path Type: reg -> reg
Buf/Inv on CP: 1
Initial antenna violation count: 0
Post-synth EDFFs: 0
Dpl hpwl: 1.43 mm
Yosys top cell by area: dfrtp_1
Die H: 67.9 µm
Max FO, Critical Path: 2
Critical Path Sink Type: output pin
RSZ-0062 raised after global routing: false
Hold Crit Depth: 0
CP max stage cell: dfstp_2
Pwr per Cell Area: 540 nW/µm²
P&R area growth vs syn: 26.3%
Flops out of synthesis: 35
Row count: 23
Synth unique cells: 25
Most numerous cell in the Yosys netlist: dfrtp_1
Log Warnings: 25
DR vias/cell: 4.59
Routed wire per std cell: 12.5 µm
Reg clk slew, reported paths: 0.06 ns
Ys Warns: 2
Slew Viols, Final: 0
Worst skew pair latency: 0.28 ns
Ys async rst share: 100%
Minimum clock period: 1.89 ns
Overall power: 0.887 mW
Io pins: 23
Hold Path End: ftdi_fifo_wr.state_wr[7]
R2r setup slk: 1.74 ns
Leak Pwr: 0.691 nW
Root buffer cell: clkbuf_8
Fin cells: 175
[kinds of logic after synthesis]
| kind of cell | count (synthesis) |
|---|---|
| compound gates | 25 |
| buf+inv | 7 |
| flops | 35 |
| mux | 8 |
| other cells | 1 |
| simple gates | 23 |
[cells in the final DEF (no fill, tap or decap), types with 2 or more instances in the layout]
| cell type | n |
|---|---|
| nor3_1 | 3 |
| mux2_2 | 8 |
| or3_1 | 2 |
| inv_1 | 2 |
| clkbuf_1 | 3 |
| o21ai_0 | 16 |
| nor2_1 | 2 |
| nand2b_1 | 11 |
| dfstp_2 | 6 |
| dfrtp_1 | 29 |
| clkbuf_8 | 5 |
| a21o_1 | 3 |
| clkdlybuf4s50_1 | 22 |
[layer usage]
metal	track usage, %	routed length [µm]
met5	0	0
met4	2.60	33
met3	3.21	120
met2	15.1	954
met1	18.3	1080
[per-stage QoR]
| step | cell area, µm² | setup slack (ns) |
|---|---|---|
| 6_report | 1640 | 1.31 |
| 5_1_grt | 1640 | 1.25 |
| 4_1_cts | 1640 | 1.29 |
| 3_5_place_dp | 1560 | 1.60 |
| 3_3_place_gp | 1560 | 1.60 |
| 2_1_floorplan | 1300 | 1.94 |
[power by group]
part	switching, mW	internal [mW]	total, mW	leakage [nW]
Combinational	0.0240	0.0671	0.0911	0.229
Clock	0.140	0.154	0.295	0.0395
Sequential	0.0261	0.475	0.502	0.422
[area by class of cell]
| type | count | area share [%] |
|---|---|---|
| Timing Repair Buffer | 23 | 13.9 |
| Inverter | 2 | 0.457 |
| Multi-Input combinational cell | 57 | 23.3 |
| Clock buffer | 8 | 4.87 |
| Sequential cell | 35 | 53.7 |
| Tap cell | 50 | 3.81 |
[how the worst max path moves through the flow]
stage,from,end,depth (start not counted)
finish,ftdi_fifo_wr.fifo_oe_n,oFIFO_OE_n,1
global route,ftdi_fifo_wr.fifo_oe_n,oFIFO_OE_n,1
CTS,ftdi_fifo_wr.fifo_oe_n,oFIFO_OE_n,1
Power is estimated from default activity; no workload was simulated.
